`flow/design.v`:
```
 module clockdiv(input logic iclk,
						output logic oclk);
	const int HALF_OF_CLK_CYCLE_VALUE = 32'd3125000;  
	int count = 32'd0;
	logic clkstate = 1'b0;
	always_ff @(posedge iclk)
		if(count == (HALF_OF_CLK_CYCLE_VALUE-1))
		begin
			count <= 32'd0;
			clkstate <= ~clkstate;
		end else begin
			count <= count + 32'd1;
			clkstate <= clkstate;
		end
	assign oclk = clkstate;
 endmodule
```
`flow/run.sh`:
```
#!/bin/bash
# OpenROAD 26Q1-2900-gdf79404cd8, Yosys 0.63+post, stock flow scripts
make -C /OpenROAD-flow-scripts/flow DESIGN_CONFIG=/design/flow/config.mk WORK_HOME=/design/flow/orfs finish
```
`flow/config.mk`:
```
export PLATFORM = sky130hd
export DESIGN_NAME = clockdiv
export DESIGN_NICKNAME = clockdiv
export VERILOG_FILES = /design/flow/design.v
export SDC_FILE = /design/flow/constraint.sdc
export NUM_CORES = 4
export LEC_CHECK = 1
export CORE_UTILIZATION = 30
```
`flow/constraint.sdc`:
```
current_design clockdiv

set clk_period 6.3
set clk_io_pct 0.2

create_clock -name clk0 -period $clk_period [get_ports {iclk}]

set non_clock_inputs [all_inputs -no_clocks]
set_input_delay [expr $clk_period * $clk_io_pct] -clock clk0 $non_clock_inputs
set_output_delay [expr $clk_period * $clk_io_pct] -clock clk0 [all_outputs]
```
==> results.sh <==
# yosys + openroad results
export IMPL_buffer_ports_inserted=1
export IMPL_filler_cell_count=474
export IMPL_number_of_antenna_violations_at_the_first_check_in_global_routing=0
export IMPL_timing_critical_path_buf_inv=1
export IMPL_via_count=1125
export IMPL_critical_path_endpoint_type="output port"
export IMPL_cts_reportedPaths_clkPinSlew_ps=60
export IMPL_tool_warnings=25
export IMPL_max_cap_violations=0
export IMPL_hpwl_mm=1.87
export IMPL_final_comb_area_sq_um=772
export IMPL_placement_rows=25
export IMPL_timing_final_crit_share=0.372
export IMPL_synth_async_reset_ratio=0
export IMPL_critical_path_slowest_cell="sky130_fd_sc_hd__clkdlybuf4s50_1"
export IMPL_min_path_cells=1
export IMPL_die_height_um=71.9
export IMPL_critPathKind="register to output port"
export IMPL_cts_max_level=2
export IMPL_regArea_sq_um=671
export IMPL_insertedDiodeCount=0
export IMPL_final_hold_vio_count=0
export IMPL_rr_startpoint="count[2]$_SDFF_PN0_"
export IMPL_fp_util=0.310
export IMPL_final_area_sq_um=1680
export IMPL_max_stage_delay_ps=460
export IMPL_gr_total_overflow=0
export IMPL_timing_hold_worst_start="count[31]$_SDFF_PN0_"
export IMPL_min_path_type="register to register"
export IMPL_wl_met2_mm=1.12
export IMPL_finalSetupTns_ps=0
export IMPL_xor_share=0.144
export IMPL_dr_first_iter_drc_count=42
export IMPL_placed_cell_area_sq_um=1580
export IMPL_layout_top_cells="32 x sky130_fd_sc_hd__dfxtp_1, 15 x sky130_fd_sc_hd__xnor2_1, 14 x sky130_fd_sc_hd__nor2_1"
export IMPL_cp_required_ps=5040
export IMPL_grt_setup_unrepaired="no"
export IMPL_ioPinCount=2
export IMPL_synth_area_mux_share=0
export IMPL_outcome="completed"
export IMPL_synth_compound_area_share=0.0350
export IMPL_met1_length_mm=1.35
export IMPL_synth_adder_area_share=0.00855
export IMPL_worstRegToRegCells=5
export IMPL_report_final_setup_viol=0
export IMPL_whs_endpoint="count[31]$_SDFF_PN0_"
export IMPL_fraction_of_final_layout_cells_with_drive_strength_greater_than_1=0.119
export IMPL_drt_drc_violations_left=0
export IMPL_clock_tree_from_tritoncts="yes"
export IMPL_number_of_global_route_vias_before_repair=988
export IMPL_synthSimpleGateAreaFrac=0.336
export IMPL_arrival_ps=1080
export IMPL_routed_wirelength_mm=2.66
export IMPL_postCtsSetupRepairBufs=0
export IMPL_worstPathMaxFanout=2
export IMPL_final_max_slew_violation_count=0
export IMPL_timing_final_ws_setup_ps=3960
export IMPL_yosys_cell_types_count=31
export IMPL_syn_cell_area_sq_um=1460
export IMPL_critical_path_top_delay_family="buffers and inverters"
export IMPL_max_vdd_ir_drop_v=0.000151
export IMPL_count_of_flip_flops_with_a_built_in_enable_after_synthesis=1
export IMPL_regToRegSetupSlack_ps=4370
export IMPL_tightest_slew_ps=690
export IMPL_ys_chip_area_sq_um=1460
export IMPL_avgViaCountPerCell=4.79
export IMPL_flow_area_growth_from_synthesis_pct=15.0
export IMPL_grt_max_degree=13
export IMPL_cts_hold_buffers=0
export IMPL_wl_per_cell_um=11.3
export IMPL_core_area_sq_um=4720
export IMPL_cts_sinks=33
export IMPL_synth_flops=33
export IMPL_synth_sequential_area_ratio=0.458
export IMPL_list_of_cells_traversed_by_the_critical_path="clkdlybuf4s50_1"
export IMPL_clockBufferDepth=2
export IMPL_grt_first_pass_wirelength_mm=4.51
export IMPL_p_leak_nw=0.592
export IMPL_routed_wl_met3_um=121
export IMPL_timing_critical_path_from_type="register"
export IMPL_chipWidth_um=71.9
export IMPL_max_freq_mhz=427
export IMPL_top_layer="met4"
export IMPL_clkLatencyLatePin_ps=290
export IMPL_synth_cells=157
export IMPL_layout_cells_most_common="sky130_fd_sc_hd__dfxtp_1"
export IMPL_rr_endpoint="count[29]$_SDFF_PN0_"
export IMPL_gp_congestion=0.823
export IMPL_ff_type="sky130_fd_sc_hd__dfxtp_1"
export IMPL_dpl_worst_slack_ps=4260
export IMPL_critical_path_startpoint="clkstate$_DFFE_PN_"
export IMPL_post_cts_resized=0
export IMPL_design_die_area_sq_um=5160
export IMPL_finClkSkew_ps=6.74
export IMPL_ys_warnings_count=1
export IMPL_cts_inserted_buffers=5
export IMPL_number_of_nets_with_antenna_violations_after_routing=0
export IMPL_maxSlewHeadroom=0.536
export IMPL_syn_avg_cell_area_sq_um=9.32
export IMPL_comb_area_leader="simple AND/OR/NAND/NOR gates"
export IMPL_finish_utilization=0.356
export IMPL_ys_cells=157
export IMPL_detail_route_first_pass_iterations=4
export IMPL_cts_root_buffer="sky130_fd_sc_hd__clkbuf_8"
export IMPL_period_needed_ps=2340
export IMPL_groute_usage_overall=0.112
export IMPL_p_per_area_nw_per_um2=227
stage by stage:
stage               instances  power, mW  hold slack, ps
floorplan                 157      0.214             435
global placement          227      0.214             450
detailed placement        227      0.214             450
CTS                       235      0.386             467
global route              235      0.395             490
finish                    235      0.382             460
metal layers:
layer  vias up  GRT usage
li1        590          -
met1       513      0.172
met2        15      0.166
met3         7     0.0257
met4         0     0.0240
met5         -          0
cells by family after synthesis:
group                      Yosys count
DFF                                 33
and+or+nand+nor                     84
buffers and inverters                7
adders and majority gates            1
xor gates and xnor gates            24
AOI/OAI and AO/OA                    8
cell type report:
type,instances,share of cell area
tap,67,0.0498
inverter,6,0.0134
multi-input combinational,117,0.459
sequential,33,0.399
clock inverter,1,0.00297
clock buffer,7,0.0572
timing repair buffer,4,0.0193
synth_stat cells, types with 2 or more instances:
cell type,count,share of area
sky130_fd_sc_hd__nor4_1,9,0.038
sky130_fd_sc_hd__nor3_1,7,0.024
sky130_fd_sc_hd__dfxtp_1,32,0.44
sky130_fd_sc_hd__nor4b_1,2,0.012
sky130_fd_sc_hd__or3_1,3,0.013
sky130_fd_sc_hd__nand4_1,11,0.047
sky130_fd_sc_hd__nor2_1,14,0.036
sky130_fd_sc_hd__xor2_1,9,0.054
sky130_fd_sc_hd__nand3_1,11,0.038
sky130_fd_sc_hd__or4_4,3,0.023
sky130_fd_sc_hd__inv_1,6,0.015
sky130_fd_sc_hd__a21oi_1,3,0.010
sky130_fd_sc_hd__nand2_1,13,0.033
sky130_fd_sc_hd__and3_1,2,0.0085
sky130_fd_sc_hd__o21ai_0,2,0.0068
sky130_fd_sc_hd__xnor2_1,15,0.090
registers in the layout, indices dropped and copies added (netlist names):
signal and cells:
count 32, clkstate 1
report_power, final:
group          leakage [nW]   total [mW]  switching (mW)  internal, mW
Combinational         0.268  0.000000268               0             0
Clock                0.0542        0.172          0.0738        0.0986
Sequential            0.269        0.209               0         0.209
how the worst max path moves through the flow:
stage	end	slack (ps)	cells after the start
CTS	oclk	3940	1
global route	oclk	3920	1
finish	oclk	3960	1
Power and IR drop assume default switching activity.
