==> ./design.v <==
module out_display (
    input logic [5:0] C, input logic[2:0] instr,
    output logic [0:6] display0, display1,display2  
);
logic [5:0] dispedVal;
logic [3:0] tens_place;  
logic [3:0] ones_place;
always_comb begin
    if (C[5] === 1'b1) begin
    display2 <= 7'b1111110;  
    dispedVal <= ~C + 6'h01;  
    end else begin
        display2 <= 7'b1111111;  
        dispedVal <= C;
    end
    if (instr[2] === 1'b1) begin
        display1 <= 7'b1111111;
        if (dispedVal === 6'b000001) begin
            display0 <=  7'b1001111;
        end else begin 
            display0 <= 7'b0000001;
        end
    end else if (instr === 3'b011 || instr === 3'b010) begin
        display1 <= 7'b1111110;  
        display0 <= 7'b1111110; 
    end else begin
         unique case (dispedVal)  
        6'd0:  begin 
            display1 <= 7'b0000001; display0 <= 7'b0000001; end
        6'd1:  begin 
            display1 <= 7'b0000001; display0 <= 7'b1001111; end
        6'd2:  begin 
            display1 <= 7'b0000001; display0 <= 7'b0010010; end
        6'd3:  begin 
            display1 <= 7'b0000001; display0 <= 7'b0000110; end
        6'd4:  begin 
            display1 <= 7'b0000001; display0 <= 7'b1001100; end
        6'd5:  begin 
            display1 <= 7'b0000001; display0 <= 7'b0100100; end
        6'd6:  begin 
            display1 <= 7'b0000001; display0 <= 7'b0100000; end
        6'd7:  begin 
            display1 <= 7'b0000001; display0 <= 7'b0001111; end
        6'd8:  begin 
            display1 <= 7'b0000001; display0 <= 7'b0000000; end
        6'd9:  begin 
            display1 <= 7'b0000001; display0 <= 7'b0001100; end
        6'd10: begin 
            display1 <= 7'b1001111; display0 <= 7'b0000001; end
        6'd11: begin 
            display1 <= 7'b1001111; display0 <= 7'b1001111; end
        6'd12: begin 
            display1 <= 7'b1001111; display0 <= 7'b0010010; end
        6'd13: begin 
            display1 <= 7'b1001111; display0 <= 7'b0000110; end
        6'd14: begin 
            display1 <= 7'b1001111; display0 <= 7'b1001100; end
        6'd15: begin 
            display1 <= 7'b1001111; display0 <= 7'b0100100; end
        6'd16: begin 
            display1 <= 7'b1001111; display0 <= 7'b0100000; end
        6'd17: begin 
            display1 <= 7'b1001111; display0 <= 7'b0001111; end
        6'd18: begin 
            display1 <= 7'b1001111; display0 <= 7'b0000000; end
        6'd19: begin 
            display1 <= 7'b1001111; display0 <= 7'b0001100; end 
        6'd20: begin 
            display1 <= 7'b0010010; display0 <= 7'b0000001; end
        6'd21: begin 
            display1 <= 7'b0010010; display0 <= 7'b1001111; end
        6'd22: begin 
            display1 <= 7'b0010010; display0 <= 7'b0010010; end
        6'd23: begin 
            display1 <= 7'b0010010; display0 <= 7'b0000110; end
        6'd24: begin 
            display1 <= 7'b0010010; display0 <= 7'b1001100; end
        6'd25: begin 
            display1 <= 7'b0010010; display0 <= 7'b0100100; end
        6'd26: begin 
            display1 <= 7'b0010010; display0 <= 7'b0100000; end
        6'd27: begin 
            display1 <= 7'b0010010; display0 <= 7'b0001111; end
        6'd28: begin 
            display1 <= 7'b0010010; display0 <= 7'b0000000; end
        6'd29: begin 
            display1 <= 7'b0010010; display0 <= 7'b0001100; end
        6'd30: begin 
            display1 <= 7'b0000110; display0 <= 7'b0000001; end 
        6'd31: begin 
            display1 <= 7'b0000110; display0 <= 7'b1001111; end
        6'd32: begin 
            display1 <= 7'b0000110; display0 <= 7'b0010010; end
        default: begin display1 <= 7'b1111110; display0 <= 7'b1111110; end
    endcase 
    end
    end
endmodule
==> ./run.sh <==
#!/bin/bash
# OpenROAD 26Q1-2900-gdf79404cd8, Yosys 0.63+post, stock flow scripts
make -C /OpenROAD-flow-scripts/flow DESIGN_CONFIG=/design/flow/config.mk WORK_HOME=/design/flow/orfs finish
==> ./config.mk <==
export PLATFORM = sky130hd
export DESIGN_NAME = out_display
export DESIGN_NICKNAME = out_display
export VERILOG_FILES = /design/flow/design.v
export SDC_FILE = /design/flow/constraint.sdc
export NUM_CORES = 4
export LEC_CHECK = 1
export CORE_AREA = 10 10 83 83
export DIE_AREA = 0 0 93 93
==> ./constraint.sdc <==
current_design out_display

set clk_period 3.5
set clk_io_pct 0.2

create_clock -name clk0 -period $clk_period

set non_clock_inputs [all_inputs -no_clocks]
set_input_delay [expr $clk_period * $clk_io_pct] -clock clk0 $non_clock_inputs
set_output_delay [expr $clk_period * $clk_io_pct] -clock clk0 [all_outputs]
==> impl_results.html <==
<!-- implementation run metrics -->
<table>
<tr><th>Metric</th><th>Value</th></tr>
<tr><th colspan="2">STA</th></tr>
<tr><td>Summed negative setup slack over all endpoints</td><td>0 ps</td></tr>
<tr><td>Number of pins exceeding their max-slew limit in the final report</td><td>0</td></tr>
<tr><td>Maximum clock frequency</td><td>0.293 GHz</td></tr>
<tr><td>Portion of the clock cycle consumed by the worst path in the final layout</td><td>97.5%</td></tr>
<tr><td>Endpoints failing hold</td><td>0</td></tr>
<tr><td>Min Tclk post-route</td><td>3410 ps</td></tr>
<tr><td>Worst Hold Slack</td><td>2020 ps</td></tr>
<tr><td>Final setup violation count</td><td>0</td></tr>
<tr><th colspan="2">Die</th></tr>
<tr><td>Chip area</td><td>8650 µm²</td></tr>
<tr><td>Number of I/O pins</td><td>30</td></tr>
<tr><td>Number of cell rows</td><td>26</td></tr>
<tr><td>FP Core Util</td><td>18.9%</td></tr>
<tr><td>Die outline height</td><td>93 µm</td></tr>
<tr><td>Floorplan Core Area</td><td>5140 µm²</td></tr>
<tr><td>Horizontal extent of the die</td><td>93 µm</td></tr>
<tr><th colspan="2">Min path</th></tr>
<tr><td>Number of cells on the worst hold path</td><td>3</td></tr>
<tr><td>Class of the worst hold path</td><td>input pin to primary output</td></tr>
<tr><th colspan="2">Pwr</th></tr>
<tr><td>Standby leakage power</td><td>0.000822 µW</td></tr>
<tr><td>VDD IR max</td><td>0.0427 mV</td></tr>
<tr><td>Total power</td><td>293 µW</td></tr>
<tr><td>Pwr dens</td><td>157 nW/µm²</td></tr>
<tr><th colspan="2">Critical path</th></tr>
<tr><td>Startpoint kind of the worst setup timing path</td><td>input pin</td></tr>
<tr><td>Worst setup EP type</td><td>primary output</td></tr>
<tr><td>Req. time, crit path</td><td>2800 ps</td></tr>
<tr><td>Worst Path Max Fanout</td><td>5</td></tr>
<tr><td>Data arrival, critical path</td><td>2710 ps</td></tr>
<tr><td>Critical Setup Path Class</td><td>input pin to primary output</td></tr>
<tr><th colspan="2">Finish</th></tr>
<tr><td>Reg area</td><td>0 µm²</td></tr>
<tr><td>Area grow syn2layout</td><td>91.9%</td></tr>
<tr><td>Tally of clock buffers in the finished layout</td><td>0</td></tr>
<tr><td>Number of filler instances in the final layout</td><td>527</td></tr>
<tr><td>Logic area</td><td>1040 µm²</td></tr>
<tr><td>Most frequent logic cell in the layout</td><td>sky130_fd_sc_hd__buf_4</td></tr>
<tr><td>Sequential cell count of the final layout</td><td>0</td></tr>
<tr><td>Proportion of layout cells with a drive suffix above 1</td><td>47.2%</td></tr>
<tr><td>Non-filler instance count after layout</td><td>282</td></tr>
<tr><td>Commonest non-fill, non-tap cells in the layout</td><td>sky130_fd_sc_hd__buf_4 (53), sky130_fd_sc_hd__nand2_1 (19), sky130_fd_sc_hd__clkdlybuf4s50_1 (9), sky130_fd_sc_hd__buf_6 (9), sky130_fd_sc_hd__nand3_1 (7)</td></tr>
<tr><th colspan="2">Placement</th></tr>
<tr><td>Placed wire-length estimate</td><td>2600 µm</td></tr>
<tr><td>Input/output buffers</td><td>23</td></tr>
<tr><td>Placed cell count</td><td>264</td></tr>
<tr><td>Weighted congestion at the end of routability-driven global placement</td><td>0.932</td></tr>
<tr><th colspan="2">Flow run</th></tr>
<tr><td>Number of max-cap violations</td><td>0</td></tr>
<tr><td>Count of warning messages emitted by the tools</td><td>41</td></tr>
<tr><th colspan="2">Detailed routing</th></tr>
<tr><td>Number of design rule violations left after detail routing</td><td>0</td></tr>
<tr><td>First-pass detailed-route iteration total</td><td>4</td></tr>
<tr><td>Number of vias after detailed routing</td><td>1,275</td></tr>
<tr><td>Avg WL per Cell</td><td>13.0 µm</td></tr>
<tr><td>Remaining antenna violation count after routing</td><td>0</td></tr>
<tr><td>Number of inserted diodes</td><td>0</td></tr>
<tr><td>Avg Vias per Cell</td><td>4.52</td></tr>
<tr><td>Wirelength, routed</td><td>3650 µm</td></tr>
<tr><td>Number of DRC markers in iteration 0</td><td>101</td></tr>
<tr><th colspan="2">Global route</th></tr>
<tr><td>Grt ovf</td><td>0</td></tr>
<tr><td>Maximum number of pins on one net before global-route repair</td><td>12</td></tr>
<tr><td>Vias in the first global route</td><td>1,241</td></tr>
<tr><td>All-layer global routing usage</td><td>7.96%</td></tr>
<tr><td>First-pass GRT wire length</td><td>5950 µm</td></tr>
<tr><td>Initial antenna violation count</td><td>0</td></tr>
<tr><th colspan="2">Synthesis</th></tr>
<tr><td>Cell count after synthesis</td><td>138</td></tr>
<tr><td>Yosys warns</td><td>1</td></tr>
<tr><td>Syn_area_per_cell</td><td>7.03 µm²</td></tr>
<tr><td>Unique masters post-synth</td><td>48</td></tr>
<tr><td>Ys cells</td><td>138</td></tr>
<tr><td>Synthesized cell area</td><td>970 µm²</td></tr>
<tr><td>Proportion of synthesized chip area in sequential cells</td><td>0%</td></tr>
<tr><td>Chip area in the Yosys report</td><td>970 µm²</td></tr>
<tr><th colspan="2">Status</th></tr>
<tr><td>Outcome</td><td>complete, no violations</td></tr>
<tr><th colspan="2">Clock tree</th></tr>
<tr><td>Hold buffers post-CTS</td><td>0</td></tr>
</table>
cells in the mapped netlist (2+ instances only):
cell type | n | share of area, %
sky130_fd_sc_hd__or2b_1 | 3 | 2.3
sky130_fd_sc_hd__nand2_1 | 19 | 7.4
sky130_fd_sc_hd__nor2_1 | 5 | 1.9
sky130_fd_sc_hd__buf_6 | 3 | 3.5
sky130_fd_sc_hd__xnor2_1 | 6 | 5.4
sky130_fd_sc_hd__a31oi_1 | 4 | 2.6
sky130_fd_sc_hd__buf_4 | 9 | 7.0
sky130_fd_sc_hd__ha_1 | 9 | 12
sky130_fd_sc_hd__o211ai_1 | 3 | 2.3
sky130_fd_sc_hd__a21oi_1 | 8 | 4.1
sky130_fd_sc_hd__a311oi_1 | 2 | 1.8
sky130_fd_sc_hd__o21ai_0 | 8 | 4.1
sky130_fd_sc_hd__inv_1 | 7 | 2.7
sky130_fd_sc_hd__o21ai_1 | 2 | 1.0
sky130_fd_sc_hd__nor3_1 | 5 | 2.6
sky130_fd_sc_hd__mux2i_1 | 3 | 3.1
sky130_fd_sc_hd__o211a_1 | 2 | 2.1
sky130_fd_sc_hd__nand3_1 | 7 | 3.6
sky130_fd_sc_hd__buf_2 | 3 | 1.5
sky130_fd_sc_hd__o221ai_1 | 2 | 1.8
critical path, cell delays in order:
cell	delay, ps
sky130_fd_sc_hd__clkdlybuf4s15_2	190
sky130_fd_sc_hd__inv_2	70
sky130_fd_sc_hd__ha_4	120
sky130_fd_sc_hd__buf_4	140
sky130_fd_sc_hd__nor3b_4	250
sky130_fd_sc_hd__o211ai_4	140
sky130_fd_sc_hd__buf_4	160
sky130_fd_sc_hd__o32ai_4	260
sky130_fd_sc_hd__nand2_1	110
sky130_fd_sc_hd__a21o_1	170
sky130_fd_sc_hd__clkdlybuf4s50_1	410
final cells by class:
type / instances / area share, %
inverters: 7 / 1.41
multi-input cells: 120 / 55.8
well taps: 70 / 4.71
repair buffers: 85 / 38.1
cells by family after synthesis:
kind of cell             synth area share [%]
AND/OR/NAND/NOR                          28.5
AND-OR/OR-AND                            34.2
buffers and inverters                    15.1
adder cells (fa/ha/maj)                  11.6
XOR/XNOR                                 7.10
multiplexers                             3.10
other                                   0.387
routing by layer:
layer | vias to the layer above | wire length [µm] | GRT usage, %
met2 | 25 | 1660 | 12.4
met1 | 602 | 1860 | 12.1
met3 | 2 | 128 | 0.808
met4 | 0 | 14 | 0.129
li1 | 646 | - | -
met5 | - | 0 | 0
path summary, 6_finish.rpt:
path | from | end | slack [ps]
max | C[1] | display1[3] | 90
min | C[5] | display2[6] | 2020
repair_timing:
action	in CTS	in global routing
pin swaps	11	9
buffers inserted	11	7
gates resized	40	31
setup endpoints to repair	14	10
cloned	0	0
where the power goes:
| part | switching [µW] | internal [µW] | total, µW |
|---|---|---|---|
| sequential | 0 | 0 | 0 |
| combinational | 135 | 158 | 293 |
| clock | 0 | 0 | 0 |
stage by stage:
stage | area, µm² | utilization [%] | setup WS, ps
floorplan | 988 | - | 43.5
global placement | 1520 | 29.5 | -488
detailed placement | 1520 | 29.5 | -516
CTS | 1700 | 33.1 | -65.0
global route | 1860 | 36.2 | -27.3
finish | 1860 | 36.2 | 89.2
Power figures rest on the tool's default switching activity, not on a simulated workload.
