`./run.sh`:
```
#!/bin/bash
# OpenROAD 26Q1-2900-gdf79404cd8, Yosys 0.63+post, stock flow scripts
make -C /OpenROAD-flow-scripts/flow DESIGN_CONFIG=/design/flow/config.mk WORK_HOME=/design/flow/orfs finish
```
`./config.mk`:
```
export PLATFORM = sky130hd
export DESIGN_NAME = alu
export DESIGN_NICKNAME = alu
export VERILOG_FILES = /design/flow/design.v
export SDC_FILE = /design/flow/constraint.sdc
export NUM_CORES = 4
export LEC_CHECK = 1
export CORE_AREA = 10 10 86 86
export DIE_AREA = 0 0 96 96
```
`./constraint.sdc`:
```
current_design alu

set clk_period 4.1
set clk_io_pct 0.2

create_clock -name clk0 -period $clk_period

set non_clock_inputs [all_inputs -no_clocks]
set_input_delay [expr $clk_period * $clk_io_pct] -clock clk0 $non_clock_inputs
set_output_delay [expr $clk_period * $clk_io_pct] -clock clk0 [all_outputs]
```
`./design.v`:
```
module adder (
    input logic [5:0] A, B,
    output logic [5:0] C,
    output logic overflow
);
assign C = A + B;
always_comb begin
    if ( (C[5] == 1'b1 && A[5] == 1'b0 && B[5] == 1'b0) || (C[5] == 1'b0 && A[5] == 1'b1 && B[5] == 1'b1)) begin
        overflow <= 1'b1;
    end else begin
        overflow <= 1'b0;
    end
end
endmodule
module aequalb(
    input logic [5:0] A, B,
    output logic [5:0] C 
);
always_comb begin
    if (A === B) begin
        C <= 6'b000001; 
    end else begin
        C <= 6'b000000;
    end
end
endmodule
module aequalzero(
    input logic [5:0] A,
    output logic [5:0] C 
);
always_comb begin
    if (A === 6'b000000) begin
        C <= 6'b000001; 
    end else begin
        C <= 6'b000000;
    end
end
endmodule
module agreaterb(
    input logic [5:0] A, B,
	output logic [5:0] C 
);
logic [5:0] tempA, tempB;
assign tempA = ~A + 6'b000001;
assign tempB = ~B + 6'b000001;
always_comb begin
    if (A[5] == 1'b0 && B[5] === 1'b0) begin  
        if (A > B) begin
            C <= 6'b000001; 
        end else begin
            C <= 6'b000000;
        end  
    end else if (A[5] === 1'b1 && B[5] === 1'b0) begin  
        C <= 6'b000000;
    end else if (A[5] === 1'b0 && B[5] === 1'b1) begin 
        C <= 6'b000001;
    end else begin  
        if (tempA > tempB) begin  
            C <= 6'b000000;  
        end else begin
            C <= 6'b000001;
        end
    end
end
endmodule
module alessb(
    input logic [5:0] A, B,
	output logic [5:0] C 
);
logic [5:0] tempA, tempB;
assign tempA = ~A + 6'b000001;
assign tempB = ~B + 6'b000001;
always_comb begin
    if (A[5] == 1'b0 && B[5] === 1'b0) begin  
        if (A < B) begin
            C <= 6'b000001; 
        end else begin
            C <= 6'b000000;
        end  
    end else if (A[5] === 1'b1 && B[5] === 1'b0) begin  
        C <= 6'b000001;
    end else if (A[5] === 1'b0 && B[5] === 1'b1) begin 
        C <= 6'b000000;
    end else begin  
        if (tempA < tempB) begin  
            C <= 6'b000000;  
        end else begin
            C <= 6'b000001;
        end
    end
end
endmodule
module alu (
    input logic [5:0] A, B,
    input logic [2:0] sel,
    output logic [5:0] C
);
logic [5:0] outVals[6];
logic over0, over1;
adder add(.A(A), .B(B), .C(outVals[0]), .overflow(over0));
subtractor sub(.A(A), .B(B), .C(outVals[1]), .overflow(over1));
aequalb equality(.A(A), .B(B), .C(outVals[2]));
alessb less_than(.A(A), .B(B), .C(outVals[3]));
agreaterb greater_than(.A(A), .B(B), .C(outVals[4]));
aequalzero equal_zero(.A(A), .C(outVals[5]));
always_comb begin
    case (sel)
        3'b000:
        C <= outVals[0];
        3'b001:
        C <= outVals[1];
        3'b100:
        C <= outVals[2];
        3'b101:
        C <= outVals[4];
        3'b110:
        C <= outVals[3];
        3'b111:
        C <= outVals[5];
        default: 
        C <= 6'b000000;
    endcase
end
endmodule
module subtractor (
    input logic [5:0] A, B,
    output logic [5:0] C,
    output logic overflow
);
logic [5:0] tcB;
assign tcB = (~B) + 1;
adder add(.A(A), .B(tcB), .C(C), .overflow(overflow));
endmodule
```
==> flow_metrics.tcl <==
# yosys + openroad results
set metrics [dict create \
    status "completed" \
    ys_warn_count 7 \
    worstPathArrival_ps 3180 \
    top_area_share_pct 29.90 \
    num_antenna_cells 0 \
    crit_chain "dlygate4sd2_1 > inv_2 > buf_4 > ha_4 > buf_4 > inv_1 > a21oi_2 > o21bai_1 > a41o_1 > or4_4 > a21oi_2 > clkdlybuf4s50_1" \
    pin_count 21 \
    top_cell "ha_1" \
    drcViolationCount 0 \
    routed_via_density 4.017 \
    ys_sh_adder_pct 34.68 \
    xor_share_pct 11.51 \
    synth_seq_share_pct 0 \
    routed_wirelength_um 2706 \
    via_count 956 \
    grt_usage_pct 5.887 \
    holdBufCountCts 0 \
    tool_warnings 39 \
    drv_cap 0 \
    end_kind "output port" \
    final_hold_viol_count 0 \
    finalCriticalPeriod_ps 3999 \
    dieHeight_um 96 \
    firstDrtPassIters 4 \
    fillers 610 \
    hold_slack_ps 2344 \
    drt_iter0_markers 21 \
    startpoint "A[0]" \
    critPathLaunchType "primary input" \
    aoi_share_pct 23.47 \
    wl_per_cell_um 11.37 \
    maxSlewViolCount 0 \
    synthMuxAreaShare_pct 1.196 \
    initial_core_util_pct 15.11 \
    grt_pass1_wl_um 4464 \
    design.seq.count 0 \
    holdCritPathClass "in2out" \
    crit_family "buffers and inverters" \
    ys_cells 112 \
    grt_start_max_net_pins 16 \
    finalPower_mw 0.1714 \
    synth_area_leader_cell "ha_1" \
    cp_num_buf_inv 6 \
    ys_area_um2 837.1 \
    logic_family "adder cells" \
    ir_drop_mv 0.04090 \
    ys_top_cells_by_count "ha_1 (20), inv_1 (14), nor2_1 (11)" \
    setup_viol_count_final 0 \
    simple_gate_share_pct 21.97 \
    gp_congestion 0.8610 \
    grt_pass1_vias 963 \
    seqCellArea_um2 0 \
    rows 27 \
    antenna_found_initial 0 \
    portBuffers 21 \
    avgSynthCellArea_um2 7.474 \
    fp.dieW_um 96 \
    path_max_fanout 2 \
    synth_area_um2 837.1 \
    dieArea_um2 9216 \
    ys_types 35 \
    drive_gt1_share_pct 39.16 \
    dp_slack_ps -410.6 \
    slew_headroom_pct 80.19 \
    hold_depth 6 \
    max_freq_mhz 250.1 \
    top_cells_by_area "ha_1 (30%), xnor2_1 (8.4%), inv_1 (6.3%), nor2_1 (4.9%), fa_1 (4.8%)" \
    worst_pin_slew_ps 297.1 \
    slowest_stage "or4_4" \
    crit_path_end "C[5]" \
    grt_overflow 0 \
    ant_nets 0 \
    cp.required_ps 3280 \
    cp_num_cells 12 \
    fin_ws_ps 101.1 \
    nClkBuffers 0 \
    comb_area_um2 913.4 \
    coreArea_um2 5540 \
    p_leak_nw 0.6778 \
    min_from "B[0]" \
    crit_type "in2out" \
    dp_hpwl_um 2301 \
    min_period_over_period_pct 97.53 \
    powerDensity_nw_per_um2 112.8 \
    critPathMaxStageDelay_ps 510 \
    synthCells 112 \
    area_delta_synth_final_pct 81.47 \
]
-- worst min-delay path, delay by kind of cell --
family	cells	cell delay (ps)
AOI/OAI and AO/OA	1	160
adders and majority gates	1	150
buffers and inverters	3	360
and+or+nand+nor	1	40
-- per-layer routing --
layer	wire [µm]	GRT usage [%]	part of all wire, %	vias up
met1	1447	9.330	53	421
li1	-	-	-	510
met5	0	0	0	-
met3	191	1.258	7.1	0
met2	1067	8.352	39	25
met4	0	0	0	0
-- repair_timing --
item,in CTS,in global routing
gates resized,27,24
setup buffers,3,1
setup endpoints to repair,3,2
pin swaps,13,9
-- kinds of logic after synthesis --
group                      count (synthesis)
xor gates and xnor gates                  11
AOI/OAI and AO/OA                         26
muxes                                      1
and+or+nand+nor                           36
buffers and inverters                     16
adders and majority gates                 22
-- cell type report --
cell class	count	share of cell area, %
Multi-Input combinational cell	96	60.13
Timing Repair Buffer	56	30.48
Inverter	14	3.460
Tap cell	72	5.931
-- report_power, final --
part           internal, mW  total (mW)  switching (mW)
registers                 0           0               0
logic                0.0949       0.171          0.0765
clock network             0           0               0
total                0.0949       0.171          0.0765
-- per-stage QoR --
step | instance area (µm²) | instances | util, % | setup TNS, ps
after global placement | 1363 | 234 | 24.59 | -695.2
after CTS | 1453 | 237 | 26.22 | 0
final | 1519 | 238 | 27.42 | 0
after floorplan | 837.1 | 112 | - | 0
after detailed placement | 1363 | 234 | 24.59 | -658.0
after global routing | 1519 | 238 | 27.42 | -6.843
-- worst min path at each step --
stage / endpoint
after CTS: C[0]
after global routing: C[0]
final: C[0]
-- layout by cell type (no fill, tap or decap), types with 2 or more instances in the layout --
master | synthesis | routed
xnor2_1 | 8 | 7
a21oi_1 | 7 | 5
xor2_1 | 3 | 3
inv_1 | 14 | 9
nor3_1 | 5 | 2
a21oi_2 | 2 | 4
o21a_1 | 3 | 3
nand3_1 | 5 | 3
nand2_1 | 3 | 2
clkbuf_2 | 0 | 3
nor2b_1 | 4 | 3
inv_2 | 0 | 5
dlygate4sd2_1 | 0 | 4
nor3_2 | 0 | 3
ha_4 | 0 | 4
nor2_1 | 11 | 10
clkdlybuf4s15_1 | 0 | 3
ha_1 | 20 | 16
nand4_1 | 2 | 2
o31ai_1 | 2 | 2
buf_4 | 0 | 33
buf_6 | 0 | 2
clkdlybuf4s50_1 | 0 | 10
